**./design.v**
```verilog
module final_vga(input  logic       clk,  
          input logic [3:0]   s,
          output logic       vgaclk,             
          output logic       hsync, vsync, sync_b,   
          output logic [7:0] r, g, b);           
  logic [9:0] x, y;
  logic [7:0] r_int, g_int, b_int;
  pll pll_inst (
  .areset ( areset_sig ),
  .inclk0 ( inclk0_sig ),
  .c0 ( c0_sig ),
  .locked ( locked_sig )
  );
  pll vgapll(.inclk0(clk),  .c0(vgaclk));
  videoGen videoGen(x, y,  s, r_int, g_int, b_int);
  vgaController vgaCont(vgaclk, hsync, vsync, sync_b,
                        r_int, g_int, b_int, r, g, b, x, y);
endmodule
module vgaController #(parameter HMAX   = 10'd800,
                                 VMAX   = 10'd525,
                      HSTART = 10'd152,
                      WIDTH  = 10'd640,
                      VSTART = 10'd37,
                      HEIGHT = 10'd480)
              (input  logic       vgaclk,
              output logic       hsync, vsync, sync_b,
              input  logic [7:0] r_int, g_int, b_int,
              output logic [7:0] r, g, b,
              output logic [9:0] x, y);
  logic [9:0] hcnt, vcnt;
  logic       oldhsync;
  logic       valid;
  always @(posedge vgaclk) begin
    if (hcnt >= HMAX) hcnt = 0;
    else hcnt++;
   if (hsync & ~oldhsync) begin  
     if (vcnt >= VMAX) vcnt = 0;
      else vcnt++;
    end
    oldhsync = hsync;
  end
  assign hsync = ~(hcnt >= 10'd8 & hcnt < 10'd104);  
  assign vsync = ~(vcnt >= 2 & vcnt < 4);  
  assign sync_b = hsync | vsync;
  assign x = hcnt - HSTART;
  assign y = vcnt - VSTART;
  assign valid = (hcnt >= HSTART & hcnt < HSTART+WIDTH &
                  vcnt >= VSTART & vcnt < VSTART+HEIGHT);
  assign {r,g,b} = valid ? {r_int,g_int,b_int} : 24'b0;
endmodule
module videoGen(input  logic [9:0] x, y,
               input  logic [3:0] s,
               output logic [7:0] r_int, g_int, b_int);
  logic pixel;
  musicgenrom mgrom(x, y,  s, pixel);
  assign {r_int, g_int, b_int} = pixel ? 24'h000000 : 24'hFFFFFF;
endmodule
module musicgenrom(input logic[9:0] x, y,
                   input logic [3:0] s,
                    output logic pixel);
  logic [639:0] mem[255:0];
  logic [639:0] line;
  logic note_on;
  logic on_staffline;
  initial begin
    $readmemb("scale.pbm",mem);
  end
  assign note_on = x < 110 || (x >= 110 && x < 186 && s[3]) || (x >= 186 && x < 245 && s[2]) ||
                    (x >= 245 && x < 311 && s[1]) || (x >= 311 && x < 377 && s[0]) || x >= 377;
  assign on_staffline = (y>=171 && y<=175) || (y>=203 && y<=207) || (y>=233 && y<=237) || (y>=265 && y<=269) || (y>=295 && y<=299);
  assign line = (y > 127 && y < 354) ? mem[y - 8'd128] : 640'd0;
  assign pixel = on_staffline ? 1 : (note_on ? line[10'd639-x] : 0);
endmodule
```
**./run.sh**
```bash
#!/bin/bash
# OpenROAD 26Q1-2900-gdf79404cd8, Yosys 0.63+post, stock flow scripts
make -C /OpenROAD-flow-scripts/flow DESIGN_CONFIG=/design/flow/config.mk WORK_HOME=/design/flow/orfs finish
```
**./config.mk**
```make
export PLATFORM = sky130hd
export DESIGN_NAME = vgaController
export DESIGN_NICKNAME = vgaController
export VERILOG_FILES = /design/flow/design.v
export SDC_FILE = /design/flow/constraint.sdc
export NUM_CORES = 4
export LEC_CHECK = 1
export CORE_UTILIZATION = 30
export SYNTH_HDL_FRONTEND = slang
```
**./constraint.sdc**
```tcl
current_design vgaController

set clk_period 5.7
set clk_io_pct 0.2

create_clock -name clk0 -period $clk_period [get_ports {vgaclk}]

set non_clock_inputs [all_inputs -no_clocks]
set_input_delay [expr $clk_period * $clk_io_pct] -clock clk0 $non_clock_inputs
set_output_delay [expr $clk_period * $clk_io_pct] -clock clk0 [all_outputs]
```
==> run summary <==
yosys + openroad results -> Dominant Register Cell=dfxtp_1, CP startpoint=vcnt[0]$_SDFFCE_PP0P_, initial antenna violation count=0, endpoints failing setup=0, fmax=around 260 MHz, Ports=between 70 and 80, Seq pwr share=a little under three fifths, leading area contributor after synthesis=edfxtp_1, final hold viol count=0, floorplan core density=between 30% and 40%, CTS buffer count=3, M1 GR Usage=between 20% and 30%, Tool Warnings=31, CTS clk-pin slew, worst paths=0.08 ns, Top cell excl fill/tap=clkdlybuf4s50_1, non-filler cells, final=~330, clk latency late pin=0.26 ns, core area=5240 sq um, clk_skew=about 0.0019 ns, vias per cell=between 4 and 5, Chip Area, Yosys=roughly 1700 sq um, r2r endpoint=vcnt[5]$_SDFFCE_PP0P_, # port buffers=slightly above 70, Synth flops=21, number of global-route vias before repair=1312, die height=76.9 microns, Pre-Repair DR Iteration Count=4, Setup TNS=0 ns, Final ANT Viol Nets=0, reg2reg path depth=4, max-cap violations=0, Worst Setup Path Type=reg2out, RSZ-0062 raised after global routing=no, Int Pwr=approximately 0.22 mW, largest net degree at the start of global routing=25, main area contributors=edfxtp_1 (18%), dfxtp_1 (13%), and3_1 (7.8%), Post-Route WL=slightly below 4000 microns, Critical Path AT=approximately 2.7 ns, leakage=around 1 nW, CTS resizes=0, Avg Cell Area, Syn=~8.5 sq um, per-cell routed wire length=around 12 microns, fin. max-slew vios=0, clock sink count=21, Post-Synthesis Cells=approximately 200, ys async rst share=0%, Logic pwr share=slightly below 6%, placed cells=323, maximum net fanout on the critical path=24, outcome=finished clean, synth unique cells=~40, worst slew pin tran=just under 0.8 ns, share of cells above drive strength 1=under 10%, Post-Syn Area=approximately 1700 sq um, share of Yosys cell area claimed by the top area cell type=~18%, Slew headroom=a little under half, minimum clock period=just under 4 ns, Power Dens Cells=around 110 nW/um^2, area delta synth->final=44.5%, element type at the critical path start=register, CTS tree=yes, Die Wd=76.9 microns, R2R setup slack=around 3.6 ns, Clk pwr share=about 37%, # Cells Yosys=between 150 and 200, n_diodes=0, crit path to=g[7], # DRC=0, fillers=approximately 520, first-pass GRT wire length=between 6000 and 7000 microns, Ys Warns=0, switch share=19.8%, crit path DRT=4.56 ns, commonest cells after routing, fill and taps aside=clkdlybuf4s50_1 (71), nor2_1 (28), and3_1 (21), met3 usage=approximately 3.1%, gr usage total=a little over an eighth, reg2reg start=hcnt[5]$_SDFF_PP0_, gpl congestion=just under 0.8, DR vias=roughly 1500, count of library flops with an enable pin=10, setup repair bufs after CTS=0, htree depth=1, GRT busiest layer=met1, CTS Root Cell=clkbuf_8, Worst Hold Class=reg2reg, Hold-fix buffers, CTS=0, gr ovfl total=0, met2 usage=between 20% and 30%, cycle use final=between 60% and 70%, Clock Path Buffers=2, Max VDD drop=119 uV, utilization after layout=a little under half, initial DRC count=53, Placement Rows=26, Die ar.=slightly below 6000 sq um, Post-DP HPWL=just under 3000 microns, critical path endpoint category=primary output, Synth Seq Share=30.9%, Switching Power=roughly 0.054 mW
## worst max-delay path, stage by stage, from the launching register on
cell	delay, ns
edfxtp_1	0.49
inv_1	0.15
ha_1	0.23
nor2b_1	0.09
nand3b_2	0.23
a2111oi_4	0.36
buf_4	0.27
and3_1	0.20
clkdlybuf4s50_1	0.46
## state kept, by name, indices dropped and copies added (netlist names)
signal / count
hcnt: 10
oldhsync: 1
vcnt: 10
## worst min-delay path by stage
| stage | cells after the start | slack [ns] | to | start |
|---|---|---|---|---|
| global route | 1 | 0.56 | hcnt[0]$_SDFF_PP0_ | hcnt[0]$_SDFF_PP0_ |
| finish | 1 | 0.52 | hcnt[0]$_SDFF_PP0_ | hcnt[0]$_SDFF_PP0_ |
| CTS | 1 | 0.52 | hcnt[0]$_SDFF_PP0_ | hcnt[0]$_SDFF_PP0_ |
## cells in the mapped netlist, types with 5 or more instances
cell      number
nor2_1        28
and3_1        21
xnor2_1       13
inv_1         12
dfxtp_1       11
xor2_1        11
edfxtp_1      10
a21oi_1        8
ha_1           8
nand2_1        8
clkbuf_1       7
nand3_1        7
o21ai_0        6
nor3_1         5
## metrics by stage
step | cell area [sq um] | setup WS (ns) | power [mW] | hold slack, ns
6_report | 2430 | 1.83 | 0.274 | 0.525
5_1_grt | 2430 | 1.59 | 0.285 | 0.557
4_1_cts | 2430 | 1.81 | 0.276 | 0.524
3_5_place_dp | 2380 | 2.11 | 0.176 | 0.503
3_3_place_gp | 2380 | 2.16 | 0.176 | 0.490
2_1_floorplan | 1680 | 2.79 | 0.160 | 0.465
## layer usage
metal	wire length, microns	vias up
met5	0	-
met1	1890	670
met4	16	0
met3	357	2
met2	1580	65
li1	-	803
## final cells by class
type | instances | area (sq um) | area share [%]
timing repair buffer | 73 | 726 | 29.9
clock buffer | 3 | 41.3 | 1.70
multi-input combinational | 147 | 1000 | 41.3
clock inverter | 1 | 7.51 | 0.309
tap | 70 | 87.6 | 3.60
inverter | 12 | 45.0 | 1.85
sequential | 21 | 520 | 21.4
## power groups by stage
stage	clock [mW]	combinational, mW	sequential (mW)
4_1_cts	0.103	0.0163	0.156
5_1_grt	0.111	0.0172	0.156
6_report	0.102	0.0162	0.156
## cells by family (layout without fill, tap and decap cells)
logic type | Yosys count | count (layout) | share of synthesized area [%]
buf+inv | 30 | 89 | 9.44
simple gates | 89 | 89 | 28.9
fa+ha+maj | 8 | 8 | 5.95
compound gates | 26 | 26 | 12.3
xor+xnor | 24 | 24 | 12.5
flops | 21 | 21 | 30.9
Power and IR drop assume default switching activity.
